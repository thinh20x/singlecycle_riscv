$ cat ./config.mk
export PLATFORM = sky130hd
export DESIGN_NAME = alu
export DESIGN_NICKNAME = alu
export VERILOG_FILES = /design/flow/design.v
export SDC_FILE = /design/flow/constraint.sdc
export NUM_CORES = 4
export LEC_CHECK = 1
export CORE_UTILIZATION = 50
export SYNTH_HDL_FRONTEND = slang
$ cat ./constraint.sdc
current_design alu

set clk_period 29.9
set clk_io_pct 0.2

create_clock -name clk0 -period $clk_period

set non_clock_inputs [all_inputs -no_clocks]
set_input_delay [expr $clk_period * $clk_io_pct] -clock clk0 $non_clock_inputs
set_output_delay [expr $clk_period * $clk_io_pct] -clock clk0 [all_outputs]
$ cat ./design.v
`timescale 1ns / 1ps
module alu (
    input  logic [31:0] i_op_a,
    input  logic [31:0] i_op_b,
    input  logic  [3:0] i_alu_op,
    output logic [31:0] o_alu_data
);
    localparam ALU_ADD  = 4'h0;
    localparam ALU_SUB  = 4'h1;
    localparam ALU_SLT  = 4'h2;
    localparam ALU_SLTU = 4'h3;
    localparam ALU_XOR  = 4'h4;
    localparam ALU_OR   = 4'h5;
    localparam ALU_AND  = 4'h6;
    localparam ALU_SLL  = 4'h7;
    localparam ALU_SRL  = 4'h8;
    localparam ALU_SRA  = 4'h9;
    localparam ALU_LUI  = 4'hA; 
    logic [31:0] res_xor, res_or, res_and;
    genvar gi;
    generate
        for (gi = 0; gi < 32; gi++) begin:hihi
            assign res_xor[gi] = (i_op_a[gi] & ~i_op_b[gi]) | (~i_op_a[gi] & i_op_b[gi]);
            assign res_or[gi]  = i_op_a[gi] | i_op_b[gi];
            assign res_and[gi] = i_op_a[gi] & i_op_b[gi];
        end
    endgenerate
    logic [31:0] a, b, p, g, sum_bits;
    logic [32:0] carry;
    logic do_sub;
    logic carry_out, overflow;
    logic [7:0] Pblk, Gblk;
    logic [8:0] carry_blk_in;
    always_comb begin
        do_sub = (i_alu_op == ALU_SUB) || (i_alu_op == ALU_SLT) || (i_alu_op == ALU_SLTU);
        a = i_op_a;
        b = do_sub ? ~i_op_b : i_op_b;
    end
    generate
        for (gi = 0; gi < 32; gi++) begin:hihihaha
            assign p[gi] = a[gi] ^ b[gi];
            assign g[gi] = a[gi] & b[gi];
        end
    endgenerate
    always_comb begin : gen_blk_pg
        automatic integer blk;
        automatic integer base;
        for (blk = 0; blk < 8; blk++) begin
            base = blk * 4;
            Pblk[blk] = p[base+3] & p[base+2] & p[base+1] & p[base];
            Gblk[blk] = g[base+3]
                      | (p[base+3] & g[base+2])
                      | (p[base+3] & p[base+2] & g[base+1])
                      | (p[base+3] & p[base+2] & p[base+1] & g[base]);
        end
    end
    always_comb begin : gen_blk_carry
        automatic integer blk;
        carry_blk_in[0] = do_sub ? 1'b1 : 1'b0;
        for (blk = 0; blk < 8; blk++)
            carry_blk_in[blk+1] = Gblk[blk] | (Pblk[blk] & carry_blk_in[blk]);
    end
    always_comb begin : gen_bit_carry
        automatic integer blk, base;
        automatic logic c0;
        for (blk = 0; blk < 8; blk++) begin
            base = blk * 4;
            c0 = carry_blk_in[blk];
            carry[base+0] = c0;
            carry[base+1] = g[base] | (p[base] & c0);
            carry[base+2] = g[base+1] | (p[base+1] & g[base]) | (p[base+1] & p[base] & c0);
            carry[base+3] = g[base+2]
                          | (p[base+2] & g[base+1])
                          | (p[base+2] & p[base+1] & g[base])
                          | (p[base+2] & p[base+1] & p[base] & c0);
            carry[base+4] = Gblk[blk] | (Pblk[blk] & c0);
        end
    end
    always_comb begin
        automatic integer i;
        for (i = 0; i < 32; i++)
            sum_bits[i] = p[i] ^ carry[i];
    end
    assign carry_out = carry[32];
    assign overflow = carry[31] ^ carry[32];
    logic slt_bit, sltu_bit;
    always_comb begin
        automatic logic sign_a, sign_b, sign_result;
        sign_a = i_op_a[31];
        sign_b = i_op_b[31];
        sign_result = sum_bits[31];
        if (sign_a ^ sign_b)
            slt_bit = sign_a;
        else
            slt_bit = sign_result ^ overflow;
        sltu_bit = ~carry_out;
    end
    logic [31:0] res_sll, res_srl, res_sra;
    logic [4:0] shamt;
    assign shamt = i_op_b[4:0];
    always_comb begin : shift_left
        automatic logic [31:0] tmp;
        tmp = i_op_a;
        if (shamt[0]) tmp = {tmp[30:0], 1'b0};
        if (shamt[1]) tmp = {tmp[29:0], 2'b00};
        if (shamt[2]) tmp = {tmp[27:0], 4'h0};
        if (shamt[3]) tmp = {tmp[23:0], 8'h00};
        if (shamt[4]) tmp = {tmp[15:0], 16'h0000};
        res_sll = tmp;
    end
    always_comb begin : shift_right_logical
        automatic logic [31:0] tmp;
        tmp = i_op_a;
        if (shamt[0]) tmp = {1'b0, tmp[31:1]};
        if (shamt[1]) tmp = {2'b00, tmp[31:2]};
        if (shamt[2]) tmp = {4'h0, tmp[31:4]};
        if (shamt[3]) tmp = {8'h00, tmp[31:8]};
        if (shamt[4]) tmp = {16'h0000, tmp[31:16]};
        res_srl = tmp;
    end
    always_comb begin : shift_right_arithmetic
        automatic logic [31:0] tmp;
        automatic logic signbit;
        tmp = i_op_a;
        signbit = tmp[31];
        if (shamt[0]) tmp = {signbit, tmp[31:1]};
        if (shamt[1]) tmp = {{2{signbit}}, tmp[31:2]};
        if (shamt[2]) tmp = {{4{signbit}}, tmp[31:4]};
        if (shamt[3]) tmp = {{8{signbit}}, tmp[31:8]};
        if (shamt[4]) tmp = {{16{signbit}}, tmp[31:16]};
        res_sra = tmp;
    end
    always_comb begin
        case (i_alu_op)
            ALU_ADD:  o_alu_data = sum_bits;
            ALU_SUB:  o_alu_data = sum_bits;
            ALU_SLT:  o_alu_data = {31'b0, slt_bit};
            ALU_SLTU: o_alu_data = {31'b0, sltu_bit};
            ALU_XOR:  o_alu_data = res_xor;
            ALU_OR:   o_alu_data = res_or;
            ALU_AND:  o_alu_data = res_and;
            ALU_SLL:  o_alu_data = res_sll;
            ALU_SRL:  o_alu_data = res_srl;
            ALU_SRA:  o_alu_data = res_sra;
            ALU_LUI:  o_alu_data = i_op_b; 
            default:  o_alu_data = 32'b0;
        endcase
    end
endmodule
$ cat ./run.sh
#!/bin/bash
# OpenROAD 26Q1-2900-gdf79404cd8, Yosys 0.63+post, stock flow scripts
make -C /OpenROAD-flow-scripts/flow DESIGN_CONFIG=/design/flow/config.mk WORK_HOME=/design/flow/orfs finish
==> out/summary.log <==
[outcome] result of the run finished clean
[yosys] Cell Type Count 71
[timing] final worst-path cycle share 58.6%
[setup_path] data arrival time of the worst path 11.54 ns
[layout] area overhead of the layout relative to synthesis 14.7%
[layout] Flop Count 0
[global_routing] GR Util All Layers 36.6%
[timing] worst rel slew slack 48.1%
[yosys] number of synthesis warnings 0
[die] I/O pins 100
[yosys] number of instances in the synthesized netlist 1019
[routing] via density per instance 6.51
[global_routing] maximum number of pins on one net before global-route repair 71
[routing] first-pass iteration count of the detailed router 7
[timing] min setup slack post-route 12.38 ns
[timing] fin. max-slew vios 0
[flow_run] MaxCap Viol Count 0
[routing] overall routed net length 26200 um
[pwr] switching portion of total power 55.7%
[routing] total vias in the final route 8072
[layout] tally of clock buffers in the finished layout 0
[yosys] Cell Area, Synth 7100 um2
[yosys] summed standard-cell area reported by yosys 7100 um2
[setup_path] Setup Crit Path Kind in2out
[routing] number of DRC markers in iteration 0 750
[die] FP Rows 43
[yosys] cells in synth_stat.txt 1019
[routing] DRC violation count after routing 0
[clock_tree] Post-CTS Setup Repair Bufs 0
[flow_run] number of logged tool warnings 66
[die] floorplan core density 51.1%
[global_routing] global-route wire length before repair 40300 um
[timing] achievable frequency 57.1 MHz
[global_routing] number of antenna violations at the first check in global routing 1
[layout] share of cells above drive strength 1 5.95%
[yosys] Seq share, synth 0%
[global_routing] number of global-route vias before repair 7123
[die] die footprint 14700 um2
[routing] Avg WL per Cell 21.2 um
[placed_design] count of input and output buffers 100
[die] standard cell core area 13900 um2
[pwr] power spent charging and discharging nets 0.0000860 W
[pwr] IR drop worst, VDD 0.00000836 V
[timing] count of endpoints failing setup in the final report 0
[die] die height 121 um
[placed_design] cell count after placement 1238
[setup_path] Critical Path Sink Type output pin
[layout] final std cells w/o fill 1239
[timing] RSZ-0062 raised after global routing no
[timing] hold_ws 13.05 ns
[placed_design] detailed-placement wirelength estimate 19700 um
[setup_path] Crit path required time 23.92 ns
[setup_path] largest fanout on the critical path 20
[placed_design] Setup WS pre-CTS 12.58 ns
[placed_design] placer's final routability congestion estimate 1.03
[min_path] Hold Path Cell Cnt 5
[timing] final number of hold-violating endpoints 0
[die] die outline width 121 um
[routing] Post-DRT Antenna Nets 0
[timing] transition time at the pin with the least slew margin 0.769 ns
[timing] Fin Setup TNS 0 ns
[pwr] power density normalized to cell area 19.0 nW/um2
[clock_tree] Gates resized, CTS repair 0
[setup_path] Startpoint Class input pin
[pwr] overall power 0.000154 W
[timing] minimum clock period after layout 17.52 ns
[yosys] Avg Cell Area, Syn 6.97 um2
[pwr] Cell Int Power 0.0000683 W
[global_routing] Congestion Overflow GR 0
[min_path] type of the tightest min-delay check in2out
[clock_tree] quantity of hold-fixing buffers added after cts 0
[pwr] Leak Pwr 3.49 nW
[layout] Register Area 0 um2
## area by class of cell
cell class | count | area [um2]
Multi-Input combinational cell | 861 | 6510
Fill cell | 1324 | 5740
Timing Repair Buffer | 117 | 1110
Inverter | 80 | 300
Tap cell | 180 | 225
Antenna cell | 1 | 2.50
## cells in the final DEF (no fill, tap or decap), drive strengths merged, types with 10 or more instances in the layout
master and instances:
a21o 13, a22oi 19, buf 22, nand3 17
a21oi 76, xor2 10, inv 78, o2111ai 10
a221oi 12, o211ai 15, xnor2 43, mux4 18
ha 97, mux2i 63, nor3 17, nand2 69
a211o 11, a31oi 10, nor2 98, o21ai 98
clkdlybuf4s50 95, o22ai 13, nand2b 21
## worst max-delay path, cell delays in order
cell,delay [ns]
clkdlybuf4s50_1,0.76
nor2_1,0.22
nor2_4,0.48
buf_4,0.44
xnor2_1,0.17
ha_1,0.28
a21oi_1,0.24
o21bai_1,0.12
nor4_1,0.62
a21oi_1,0.22
a21oi_1,0.30
fa_1,0.21
o221ai_1,0.12
a221oi_1,0.63
o21ai_0,0.26
clkdlybuf4s50_1,0.47
## power groups by stage
stage	clock (W)	combinational [W]	sequential (W)
after CTS	0	0.000152	0
after global routing	0	0.000169	0
## metal layers
| layer | vias to the layer above | GRT usage (%) | wire length, um |
|---|---|---|---|
| met2 | 397 | 52.9 | 10900 |
| li1 | 3856 | - | - |
| met3 | 70 | 7.92 | 2400 |
| met1 | 3749 | 53.0 | 11700 |
| met4 | 0 | 14.3 | 1170 |
| met5 | - | 0 | 0 |
## synth_stat cells, drive strengths merged (6+ instances only)
master,instances,area (um2)
a21oi,76,380
nor2,98,370
nand3,17,85.1
a22oi,19,143
a221oi,12,105
a22o,9,78.8
o2111ai,10,87.6
or3,6,37.5
a31oi,10,62.6
a211oi,9,72.6
ha,97,1210
o21ai,98,490
xnor2,43,377
o211ai,15,113
a222oi,6,60.1
o31ai,6,58.8
nor3,17,85.1
nand4,7,43.8
mux2,9,101
xor2,10,87.6
mux4,18,405
nand2b,21,131
buf,22,100
inv,77,289
o21bai,7,56.3
nand2,69,259
mux2i,63,631
a21o,13,97.6
fa,7,140
a211o,11,96.3
o22ai,13,81.3
clkbuf,56,210
## cells by family after synthesis
family,synth area share [%]
compound gates,32.7
xor+xnor,6.54
fa+ha+maj,19.1
buf+inv,8.60
mux,16.0
simple gates,17.1
## metrics by stage
| step | util (%) | area (um2) |
|---|---|---|
| floorplan | - | 7100 |
| global placement | 58.6 | 8140 |
| detailed placement | 58.6 | 8140 |
| CTS | 58.6 | 8140 |
| global route | 58.6 | 8140 |
| finish | 58.6 | 8140 |
## final timing paths
kind / start / to / slack [ns]
worst min-delay path: i_op_b[4] / o_alu_data[20] / 13.05
worst max-delay path: i_alu_op[1] / o_alu_data[16] / 12.38
Power figures rest on the tool's default switching activity, not on a simulated workload.
