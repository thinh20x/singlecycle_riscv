==> design.v <==
module ALU
(
  input  logic [31:0] i_op_a ,
  input  logic [31:0] i_op_b ,
  input  logic [ 3:0] i_alu_op ,
  output logic [31:0] o_alu_data
);
  logic [31:0] add_result;
  logic [31:0] sub_result;
  logic [31:0] sll_result;
  logic [31:0] slt_result ;
  logic [31:0] sltu_result ;
  logic [31:0] srl_result ;
  logic [31:0] sra_result ;
  addsub_32b            ALU_ADD (.A( i_op_a ), .B( i_op_b ), .add_sub( 1'b0 ), .S( add_result ), .carry_o());
  addsub_32b            ALU_SUB (.A( i_op_a ), .B( i_op_b ), .add_sub( 1'b1 ), .S( sub_result ), .carry_o());
  shift_left_32b        ALU_SLL (.a( i_op_a ), .b( i_op_b ), .y( sll_result ));
  shift_right_32b       ALU_SRL (.a( i_op_a ), .b( i_op_b ), .y( srl_result ));
  shift_right_arith     ALU_SRA (.a( i_op_a ), .b( i_op_b ), .y( sra_result ));
  slt_sltu              ALU_SLT (.in1( i_op_a ), .in2( i_op_b ), .slt_o( slt_result ), .sltu_o( sltu_result ));
  always@(*)
    begin
        case( i_alu_op )
            4'b0000 :  o_alu_data <= add_result ;
            4'b0001 :  o_alu_data <= sub_result ;
            4'b0010 :  o_alu_data <= sll_result ;
            4'b0011 :  o_alu_data <= slt_result ;
            4'b0100 :  o_alu_data <= sltu_result ;
            4'b0101 :  o_alu_data <= i_op_a ^ i_op_b ;
            4'b0110 :  o_alu_data <= srl_result ;
            4'b0111 :  o_alu_data <= sra_result ;
            4'b1000 :  o_alu_data <= i_op_a | i_op_b ;
            4'b1001 :  o_alu_data <= i_op_a & i_op_b ;
            default:    o_alu_data <= 32'b0;
        endcase
    end
endmodule: ALU
module addsub_32b 
(
  input  logic [31: 0] A, B,
  input  logic add_sub,
  output logic [31: 0] S,
  output logic carry_o
);
  logic [7:0] carry_in ;
  addsub_4b byte_03_00 (.A( A[ 3: 0] ), .B( B[ 3: 0] ), .sel( add_sub ), .Cin( add_sub     ), .S( S[ 3: 0] ), .Co( carry_in[0] ));
  addsub_4b byte_07_04 (.A( A[ 7: 4] ), .B( B[ 7: 4] ), .sel( add_sub ), .Cin( carry_in[0] ), .S( S[ 7: 4] ), .Co( carry_in[1] ));
  addsub_4b byte_11_08 (.A( A[11: 8] ), .B( B[11: 8] ), .sel( add_sub ), .Cin( carry_in[1] ), .S( S[11: 8] ), .Co( carry_in[2] ));
  addsub_4b byte_15_12 (.A( A[15:12] ), .B( B[15:12] ), .sel( add_sub ), .Cin( carry_in[2] ), .S( S[15:12] ), .Co( carry_in[3] ));
  addsub_4b byte_19_16 (.A( A[19:16] ), .B( B[19:16] ), .sel( add_sub ), .Cin( carry_in[3] ), .S( S[19:16] ), .Co( carry_in[4] ));
  addsub_4b byte_23_20 (.A( A[23:20] ), .B( B[23:20] ), .sel( add_sub ), .Cin( carry_in[4] ), .S( S[23:20] ), .Co( carry_in[5] ));
  addsub_4b byte_27_24 (.A( A[27:24] ), .B( B[27:24] ), .sel( add_sub ), .Cin( carry_in[5] ), .S( S[27:24] ), .Co( carry_in[6] ));
  addsub_4b byte_31_28 (.A( A[31:28] ), .B( B[31:28] ), .sel( add_sub ), .Cin( carry_in[6] ), .S( S[31:28] ), .Co( carry_in[7] ));
  assign carry_o = carry_in[7] ;
endmodule: addsub_32b
module addsub_4b
(
  input  logic [3:0] A, B,
  input  logic sel, Cin,
  output logic [3:0] S,
  output logic Co
);
  logic [2:0] c;
  logic [3:0] b;
  assign b[0] = B[0] ^ sel ;  
  assign b[1] = B[1] ^ sel ;  
  assign b[2] = B[2] ^ sel ;  
  assign b[3] = B[3] ^ sel ;  
  fulladder u0( .A( A[0] ), .B( b[0] ), .Ci( Cin  ), .S( S[0] ), .Co( c[0] ));  
  fulladder u1( .A( A[1] ), .B( b[1] ), .Ci( c[0] ), .S( S[1] ), .Co( c[1] ));
  fulladder u2( .A( A[2] ), .B( b[2] ), .Ci( c[1] ), .S( S[2] ), .Co( c[2] ));
  fulladder u3( .A( A[3] ), .B( b[3] ), .Ci( c[2] ), .S( S[3] ), .Co( Co   ));
endmodule: addsub_4b
module fulladder
(
  input  logic A, B, Ci,
  output logic S, Co
);
  assign  S  = A ^ B ^ Ci;
  assign  Co = (A & B)|(A & Ci)|(B & Ci);
endmodule:  fulladder
module shift_left_32b (
    input  logic [31:0] a,
    input  logic [31:0] b,        
    output logic [31:0] y
);
    logic [4:0] shamt;
    assign shamt = b[4:0];
    logic [31:0] sll0, sll1, sll2, sll3, sll4;
    assign sll0 = shamt[0] ? {a[30:0], 1'b0}       : a;
    assign sll1 = shamt[1] ? {sll0[29:0], 2'b0}    : sll0;
    assign sll2 = shamt[2] ? {sll1[27:0], 4'b0}    : sll1;
    assign sll3 = shamt[3] ? {sll2[23:0], 8'b0}    : sll2;
    assign sll4 = shamt[4] ? {sll3[15:0],16'b0}    : sll3;
    assign y = sll4;
endmodule: shift_left_32b
module shift_right_32b (
    input  logic [31:0] a,        
    input  logic [31:0] b,       
    output logic [31:0] y
);
    logic [4:0] shamt;
    assign shamt = b[4:0];
    logic [31:0] srl0, srl1, srl2, srl3, srl4;
    assign srl0 = shamt[0] ? {1'b0, a[31:1]}       : a;
    assign srl1 = shamt[1] ? {2'b0, srl0[31:2]}    : srl0;
    assign srl2 = shamt[2] ? {4'b0, srl1[31:4]}    : srl1;
    assign srl3 = shamt[3] ? {8'b0, srl2[31:8]}    : srl2;
    assign srl4 = shamt[4] ? {16'b0, srl3[31:16]}  : srl3;
    assign y = srl4;
endmodule: shift_right_32b
module shift_right_arith (
    input  logic [31:0] a,        
    input  logic [31:0] b,       
    output logic [31:0] y
);
    logic [4:0] shamt;
    assign shamt = b[4:0];
    logic [31:0] sra0, sra1, sra2, sra3, sra4;
    assign sra0 = shamt[0] ? {{1{a[31]}}, a[31:1]}        : a;
    assign sra1 = shamt[1] ? {{2{a[31]}}, sra0[31:2]}     : sra0;
    assign sra2 = shamt[2] ? {{4{a[31]}}, sra1[31:4]}     : sra1;
    assign sra3 = shamt[3] ? {{8{a[31]}}, sra2[31:8]}     : sra2;
    assign sra4 = shamt[4] ? {{16{a[31]}}, sra3[31:16]}   : sra3;
    assign y = sra4;
endmodule: shift_right_arith
module slt_sltu (
    input  logic [31:0] in1,
    input  logic [31:0] in2,
    output logic [31:0] slt_o,
    output logic [31:0] sltu_o
);
  logic [31:0] sub_result;
  logic        carry_o;
  addsub_32b ALU_SUB (
      .A      (in1),
      .B      (in2),
      .add_sub(1'b1),
      .S      (sub_result),
      .carry_o(carry_o)
  );
  assign sltu_o = {31'b0, ~carry_o};
  logic slt_temp;
  assign slt_temp = (in1[31] ^ in2[31]) ? in1[31] : sub_result[31];
  assign slt_o    = {31'b0, slt_temp};
endmodule: slt_sltu
==> run.sh <==
#!/bin/bash
# OpenROAD 26Q1-2900-gdf79404cd8, Yosys 0.63+post, stock flow scripts
make -C /OpenROAD-flow-scripts/flow DESIGN_CONFIG=/design/flow/config.mk WORK_HOME=/design/flow/orfs finish
==> config.mk <==
export PLATFORM = sky130hd
export DESIGN_NAME = ALU
export DESIGN_NICKNAME = ALU
export VERILOG_FILES = /design/flow/design.v
export SDC_FILE = /design/flow/constraint.sdc
export NUM_CORES = 4
export LEC_CHECK = 1
export CORE_UTILIZATION = 50
==> constraint.sdc <==
current_design ALU

set clk_period 9.7
set clk_io_pct 0.2

create_clock -name clk0 -period $clk_period

set non_clock_inputs [all_inputs -no_clocks]
set_input_delay [expr $clk_period * $clk_io_pct] -clock clk0 $non_clock_inputs
set_output_delay [expr $clk_period * $clk_io_pct] -clock clk0 [all_outputs]
==> run summary <==
From the run reports.

- The detail-routed net length per standard cell is 27.1 microns.
- After synthesis, the most frequently instantiated cells are 73 x sky130_fd_sc_hd__inv_1, 68 x sky130_fd_sc_hd__mux4_2, 67 x sky130_fd_sc_hd__nand2_1, 66 x sky130_fd_sc_hd__ha_1, 64 x sky130_fd_sc_hd__nor2_1.
- The critical path data required time reads roughly 7.8 ns.
- The count of standard-cell rows is 45.
- The final core utilization is 65.2%.
- Fill cells in the final layout number 1192.
- The final reports fail on setup timing.
- The I/O pin count is 100.
- The first-pass GRT wire length is between 50 and 60 mm.
- The highest ir drop seen on vdd reads 0.0000371 V.
- The post-synth area from yosys stat reads 0.00795 sq mm.
- The final RePlAce weighted congestion reads 1.04.
- For this block, the via count after detailed routing is 8626.
- The number of antenna diodes in the final layout is 0.
- The number of global-route vias before repair is 8707.
- Per the final timing report, the hold violations number 0.
- The worst hold slack after final layout reads between 4 and 5 ns.
- Nets still carrying antenna violations after routing amount to 0.
- Entering global routing, the biggest net connects roughly 57 pins.
- The final max-slew violation count is 0.
- The instance tally after logic synthesis reads 903.
- The cell type with the highest aggregate area in the netlist reads sky130_fd_sc_hd__mux4_2.
- The routed layout reports a DRC error count of 0.
- The initial antenna violation count reads 0.
- Broken down by cell family, the worst path's largest delay share belongs to adder cells.
- The arrival time at the worst endpoint is 14.32 ns.
- Note that the worst hold path type here is input port to output port.
- The maximum clock rate is about 62 MHz.
- The critical setup path kind is input port to output port.
- The violation tally recorded at the end of detailed-routing iteration 0 is 1045.
- The count of input and output buffers reads around 100.
- The layout cell share with drive strength beyond 1 is 35.1%.
- The sum of routed wire length over all layers reads around 34 mm.
- The sequential cell area fraction in the yosys report is 0%.
- The number of sequential storage elements is 0.
- Before placement the cells fill between 50% and 60% of the core.
- The die outline area reads 0.0164 sq mm.
- The buffer and inverter count on the worst path reads 8.
- Across all checked pins, the minimum headroom to the slew limit is approximately 42%.
- The placed wire-length estimate after detailed placement is 25.7 mm.
- The standard cell core area is between 0.015 and 0.02 sq mm.
- The capturing element type of the critical path is an output port.
- The most repeated cell in the gate-level netlist after synthesis is sky130_fd_sc_hd__inv_1.
- The slew at the pin with the worst max-slew slack is slightly below 0.9 ns.
- The share of Yosys cell area claimed by the top area cell type is between 15 and 20%.
- The top fanout value on the critical path reads 2.
- The sequential cell area is 0 sq um.
- The average instance in the mapped netlist occupies 8.80 sq um.
- Setup repair after global routing could not meet its margin everywhere.
- The post-synthesis instance area is 0.00795 sq mm.
- The main area contributors are sky130_fd_sc_hd__mux4_2 19%, sky130_fd_sc_hd__fa_1 16%, sky130_fd_sc_hd__ha_1 10%.
- The warning count from the yosys run reads 1.
- The slowest library cell on the worst path reads sky130_fd_sc_hd__fa_2.
- The instance area at placement is between 0.009 and 0.01 sq mm.
- The die height is 128 microns.
- The combined global-route utilization of all metal layers reads 45.1%.
- The final critical-path share of the clock period is 168%.
- Across all setup checks in the final design, the least slack found is -6.56 ns.
- The global route stage reports its total congestion overflow as 0.
- The flow ran to the end, but the final reports show violations.
- The worst setup path is launched from an input port.
- The clock period minus worst slack reads 16.26 ns.
- The number of buffers added to fix hold violations after cts is 0.
- The count of cell types in the netlist is 74.
- The post-layout instance area is 0.0100 sq mm.
- The number of setup violations in the final report reads 19.
- Between the synthesized netlist and the finished layout, the area growth was recorded as 26.1%.
- The number of optimization iterations in the first detailed-route pass reads 5.
- The longest individual stage delay on the worst path is 0.43 ns.
- The power per unit of standard cell area is 53.8 mW/mm^2.
- The final layout report lists a clock buffer count of 0.
- The leakage power figure reads 0.00409 uW.
- The total tool warning count reads 71.
- The width of the chip is between 100 and 150 microns.
- Per the Yosys statistics, synthesis produced around 900 cells.
- The run reported a max-capacitance violation count of 0.
- Among the stages of the critical path, the cell type that occurs most often is sky130_fd_sc_hd__fa_2.
- The routed design shows a via density per instance of 6.93.
## routing by layer
metal / wire length [microns] / share of wire (%) / GRT usage [%] / vias up
met5: 68 / 0.20 / 3.41 / -
met4: 1810 / 5.4 / 16.7 / 2
met3: 4870 / 14 / 21.5 / 108
met2: 14400 / 43 / 64.5 / 658
met1: 12700 / 37 / 60.7 / 4193
li1: - / - / - / 3665
## placed cells by master, fill, tap and decap left out, types with 25 or more instances in the layout
| cell type | count |
|---|---|
| sky130_fd_sc_hd__clkdlybuf4s50_1 | 70 |
| sky130_fd_sc_hd__a21oi_1 | 28 |
| sky130_fd_sc_hd__nand2_1 | 67 |
| sky130_fd_sc_hd__mux4_2 | 68 |
| sky130_fd_sc_hd__nor2_1 | 62 |
| sky130_fd_sc_hd__mux2i_1 | 60 |
| sky130_fd_sc_hd__o21ai_0 | 25 |
| sky130_fd_sc_hd__buf_4 | 119 |
| sky130_fd_sc_hd__inv_1 | 66 |
| sky130_fd_sc_hd__fa_2 | 61 |
| sky130_fd_sc_hd__ha_1 | 64 |
## final timing paths
check	start	endpoint	slack, ns	cells after the start
hold / removal	i_alu_op[0]	o_alu_data[27]	4.67	4
setup / recovery	i_op_a[0]	o_alu_data[0]	-6.56	45
## report_power, final
| group | switching [uW] | total, uW | internal, uW |
|---|---|---|---|
| clock | 0 | 0 | 0 |
| sequential | 0 | 0 | 0 |
| combinational | 290 | 539 | 250 |
## layout make-up
| cell class | count | area (sq um) | share of cell area, % |
|---|---|---|---|
| Timing Repair Buffer | 226 | 1870 | 18.6 |
| Inverter | 75 | 304 | 3.03 |
| Multi-Input combinational cell | 733 | 7580 | 75.7 |
| Tap cell | 211 | 264 | 2.63 |
## what timing repair did
| action | CTS | global route |
|---|---|---|
| pin swaps | 64 | 49 |
| resized | 124 | 8 |
| endpoints found under the hold margin | 0 | 0 |
| buffers inserted | 8 | 2 |
| endpoints found under the setup margin | 23 | 21 |
## metrics by stage
| step | power (uW) | setup slack, ns | setup TNS, ns | std cells |
|---|---|---|---|---|
| 2_1_floorplan | 304 | -5.76 | -56.06 | 903 |
| 3_3_place_gp | 506 | -7.18 | -86.65 | 1236 |
| 3_5_place_dp | 514 | -7.24 | -87.97 | 1236 |
| 4_1_cts | 526 | -6.60 | -74.88 | 1244 |
| 5_1_grt | 582 | -6.89 | -74.74 | 1245 |
| 6_report | 539 | -6.56 | -70.54 | 1245 |
## cell families (layout without fill, tap and decap cells)
kind of cell    Yosys count  in the layout  synth area share, %
compound gates          214            214                 18.9
fa+ha+maj               128            128                 26.0
buf+inv                 170            301                 9.64
mux                     157            157                 31.1
simple gates            234            234                 14.3
Power and IR drop assume default switching activity.
