**design.v**
```verilog
module regfile (
    input logic         i_clk,          
    input logic         i_reset,          
    input logic [4:0]   i_rs1_addr,     
    input logic [4:0]   i_rs2_addr,     
    output logic [31:0] o_rs1_data,     
    output logic [31:0] o_rs2_data,     
    input logic [4:0]   i_rd_addr,      
    input logic [31:0]  i_rd_data,      
    input logic         i_rd_wren       
);
    logic [31:0] regfile [31:0];
	 always_ff @(posedge i_clk or negedge i_reset) begin
				 if(!i_reset) begin 
	         regfile[0]  <= 32'h0;
            regfile[1]  <= 32'h0;
            regfile[2]  <= 32'h0;
            regfile[3]  <= 32'h0;
            regfile[4]  <= 32'h0;
            regfile[5]  <= 32'h0;
            regfile[6]  <= 32'h0;
            regfile[7]  <= 32'h0;
            regfile[8]  <= 32'h0;
            regfile[9]  <= 32'h0;
            regfile[10] <= 32'h0;
            regfile[11] <= 32'h0;
            regfile[12] <= 32'h0;
            regfile[13] <= 32'h0;
            regfile[14] <= 32'h0;
            regfile[15] <= 32'h0;
            regfile[16] <= 32'h0;
            regfile[17] <= 32'h0;
            regfile[18] <= 32'h0;
            regfile[19] <= 32'h0;
            regfile[20] <= 32'h0;
            regfile[21] <= 32'h0;
            regfile[22] <= 32'h0;
            regfile[23] <= 32'h0;
            regfile[24] <= 32'h0;
            regfile[25] <= 32'h0;
            regfile[26] <= 32'h0;
            regfile[27] <= 32'h0;
            regfile[28] <= 32'h0;
            regfile[29] <= 32'h0;
            regfile[30] <= 32'h0;
            regfile[31] <= 32'h0;
				            end  
				else if(i_rd_wren && i_rd_addr != 5'h0  ) begin
				         regfile[i_rd_addr] <=  i_rd_data ;
				end
		end 
    assign o_rs1_data = (i_rs1_addr == 5'd0) ? 32'h0 : regfile[i_rs1_addr];
    assign o_rs2_data = (i_rs2_addr == 5'd0) ? 32'h0 : regfile[i_rs2_addr];
	 endmodule 
```
**constraint.sdc**
```tcl
current_design regfile

set clk_period 6.5
set clk_io_pct 0.2

create_clock -name clk0 -period $clk_period [get_ports {i_clk}]

set non_clock_inputs [all_inputs -no_clocks]
set_input_delay [expr $clk_period * $clk_io_pct] -clock clk0 $non_clock_inputs
set_output_delay [expr $clk_period * $clk_io_pct] -clock clk0 [all_outputs]
```
**config.mk**
```make
export PLATFORM = sky130hd
export DESIGN_NAME = regfile
export DESIGN_NICKNAME = regfile
export VERILOG_FILES = /design/flow/design.v
export SDC_FILE = /design/flow/constraint.sdc
export NUM_CORES = 4
export LEC_CHECK = 1
export CORE_UTILIZATION = 30
```
**run.sh**
```bash
#!/bin/bash
# OpenROAD 26Q1-2900-gdf79404cd8, Yosys 0.63+post, stock flow scripts
make -C /OpenROAD-flow-scripts/flow DESIGN_CONFIG=/design/flow/config.mk WORK_HOME=/design/flow/orfs finish
```
==> results.yml <==
# yosys + openroad results
run_status:
  status: "completed"
pwr:
  p_sw_mw: 5.44
  swShare: 0.295
  max-vdd-ir-drop_uv: 225
  p_int_mw: 13.0
  p_leak_nw: 26.1
  pwr-share-clk: 0.387
  powerDensity_nw_per_um2: 298
  pwr-share-seq: 0.460
  total_power_mw: 18.5
  combPwrFrac: 0.153
sta:
  maxSlewHeadroom: 0.294
  min_period_over_period: 0.959
  fmax_mhz: 160
  final-hold-violation-count: 0
  drv_slew: 0
  finClkSkew_ns: 0
  tightest_slew_ns: 1.06
  rsz0062_at_grt: "no"
  hold_ws_ns: 0.524
  setup_violations: 0
  period_minus_slack_ns: 6.23
  setup_tns_ns: 0
drt:
  route.detailed.drc: 0
  wl_met3_mm: 42.4
  routed_wl_mm: 273
  wl_met2_mm: 112
  wl_met1_mm: 95.6
  vias_per_cell: 6.55
  wire_per_inst_um: 36.8
  ant_nets: 0
  dr.pass1.iters: 8
  first_iter_violations: 6285
  vias: 48500
  highest_layer: "met5"
critical_path:
  r2r_end: "regfile[27][16]"
  end_kind: "output port"
  reg2reg_depth: 1
  startpoint_type: "primary input"
  cp_data_arrival_time_ns: 4.93
  cp_max_fo: 32
  rr_startpoint: "regfile[27][16]"
  rrSetupSlack_ns: 5.59
  worst_ep_required_time_ns: 5.20
  path_class: "primary input to output port"
global_route:
  gr-usage-all-layers: 0.309
  grt_pass1_vias: 47500
  overflow: 0
  grt_max_degree: 119
  antenna_found_initial: 25
  grt_pass1_wl_mm: 379
final_layout:
  fin_util: 0.352
  reg.largest.list: "regfile (992)"
  drive_gt1_frac: 0.315
  nFillCells: 17200
  areaGrowthSynthToFinish_pct: 16.6
  regMostFlops: "regfile"
  largest_register_ffs: 992
yosys:
  synth_top_area_share: 0.468
  yosys_area_um2: 53100
  syn_avg_cell_area_um2: 10.6
  synthCells: 4993
  edf_count: 0
  synth_seq_share: 0.468
  ys_top_cells_by_count: "1133 x nand3_1, 992 x dfrtp_1, 991 x mux2_2, 290 x nand4_1, 278 x clkbuf_1"
  flop_cell: "dfrtp_1"
  synth.distinct_cells: 76
  yosys_cells: 4993
  synth_area_um2: 53100
  area_leaders: "dfrtp_1 47%, mux2_2 21%, nand3_1 11%"
  synthArstFlopShare: 1.00
  post-synth-top-area-cell: "dfrtp_1"
  ys_warn_count: 2
  synth.most_common_cell: "nand3_1"
  ys.flops: 992
placed_design:
  place_hpwl_mm: 166
  port_buffers: 113
  place_congestion: 1.03
worst_hold_path:
  min_path_type: "primary input to asynchronous set/reset pin"
clock_tree:
  postCtsHoldBufs: 0
  clock_latency_ns: 0.79
  post_cts_resized: 0
  h-tree-depth: 3
  cts_tree: "yes"
  cts-root-buf: "clkbuf_16"
  numCtsBuffers: 110
  post_cts_buffers: 0
  cts_buffer_depth: 3
  cts_sinks: 992
  path_clk_slew_ns: 0.06
job:
  maxCapViolations: 0
  warning_count: 45
floorplan:
  chipArea_um2: 179000
  die.size.y_um: 423
  num_rows: 154
  dieWidth_um: 423
  coreArea_um2: 176000
  num_io_pins: 114
  fp_util: 0.302
-- layer usage --
metal  GRT usage  vias up
met3       0.170     1227
met1       0.377    24400
met4       0.200       24
met2       0.419     3909
li1            -    18900
met5      0.0169        -
-- worst max-delay path, cell delays in order --
cell	delay, ns
buf_4	0.58
buf_4	0.65
nor2b_4	0.10
buf_12	0.25
nand3_1	0.12
nand4_1	0.08
a2111oi_0	0.80
a21oi_1	0.44
clkdlybuf4s50_1	0.52
-- through the flow --
step / instances / cell area, um2 / worst slack [ns]
finish: 7403 / 61900 / 0.269
global route: 7388 / 61800 / 0.213
CTS: 7383 / 61800 / 0.413
detailed placement: 7175 / 57700 / 0.450
global placement: 7175 / 57700 / 0.501
floorplan: 4993 / 53100 / 2.52
-- power groups by stage --
stage	clock [mW]	sequential [mW]	combinational (mW)
CTS	7.16	8.44	2.78
global route	7.39	8.62	2.98
finish	7.13	8.49	2.83
-- final cells by class --
type / instances / area [um2] / share of cell area
diodes: 20 / 50.0 / 0.000809
clock buffers: 145 / 3170 / 0.0512
clock inverters: 63 / 943 / 0.0152
inverters: 1 / 3.75 / 0.0000607
multi-input cells: 3427 / 26000 / 0.421
flip-flops and latches: 992 / 24800 / 0.401
well taps: 2340 / 2930 / 0.0473
repair buffers: 415 / 3920 / 0.0633
-- layout by cell type (no fill, tap or decap), drive strengths merged, types with 57 or more instances in the layout --
cell type      count
a21oi            107
a22oi            156
and3             133
buf              311
clkbuf           145
clkdlybuf4s50    104
dfrtp            992
mux2             999
nand2             57
nand3           1134
nand4            290
nor4              77
-- how the worst max path moves through the flow --
stage                    startpoint        endpoint  depth (start not counted)
after CTS             i_rs2_addr[2]  o_rs2_data[16]                          9
after global routing  i_rs2_addr[2]  o_rs2_data[16]                          9
final                 i_rs2_addr[0]  o_rs2_data[19]                          9
-- cells by family after synthesis --
group,synth area share
buffers and inverters,0.0480
muxes,0.215
and+or+nand+nor,0.198
AOI/OAI and AO/OA,0.0713
DFF,0.468
Power figures rest on the tool's default switching activity, not on a simulated workload.
